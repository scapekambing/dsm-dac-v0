### ./config.mk
export PLATFORM = sky130hd
export DESIGN_NAME = sin_gen
export DESIGN_NICKNAME = sin_gen
export VERILOG_FILES = /design/flow/design.v
export SDC_FILE = /design/flow/constraint.sdc
export NUM_CORES = 4
export LEC_CHECK = 1
export CORE_UTILIZATION = 50
### ./constraint.sdc
current_design sin_gen

set clk_period 5.7
set clk_io_pct 0.2

create_clock -name clk0 -period $clk_period [get_ports {clk}]

set non_clock_inputs [all_inputs -no_clocks]
set_input_delay [expr $clk_period * $clk_io_pct] -clock clk0 $non_clock_inputs
set_output_delay [expr $clk_period * $clk_io_pct] -clock clk0 [all_outputs]
### ./design.v
module sin_gen (
    input               clk,
    input               rst,
    input               clk_en,
    output logic [15:0] out
);
    localparam POINTS = 50;
    logic [15:0] sine [0:POINTS-1];
    integer i;  
    initial begin
       sine[0]   =     1029;
       sine[1]   =     3070;
       sine[2]   =     5063;
       sine[3]   =     6976;
       sine[4]   =     8779;
       sine[5]   =    10444;
       sine[6]   =    11943;
       sine[7]   =    13255;
       sine[8]   =    14357;
       sine[9]   =    15233;
       sine[10]   =    15869;
       sine[11]   =    16255;
       sine[12]   =    16384;
       sine[13]   =    16255;
       sine[14]   =    15869;
       sine[15]   =    15233;
       sine[16]   =    14357;
       sine[17]   =    13255;
       sine[18]   =    11943;
       sine[19]   =    10444;
       sine[20]   =     8779;
       sine[21]   =     6976;
       sine[22]   =     5063;
       sine[23]   =     3070;
       sine[24]   =     1029;
       sine[25]   =    -1029;
       sine[26]   =    -3070;
       sine[27]   =    -5063;
       sine[28]   =    -6976;
       sine[29]   =    -8779;
       sine[30]   =   -10444;
       sine[31]   =   -11943;
       sine[32]   =   -13255;
       sine[33]   =   -14357;
       sine[34]   =   -15233;
       sine[35]   =   -15869;
       sine[36]   =   -16255;
       sine[37]   =   -16384;
       sine[38]   =   -16255;
       sine[39]   =   -15869;
       sine[40]   =   -15233;
       sine[41]   =   -14357;
       sine[42]   =   -13255;
       sine[43]   =   -11943;
       sine[44]   =   -10444;
       sine[45]   =    -8779;
       sine[46]   =    -6976;
       sine[47]   =    -5063;
       sine[48]   =    -3070;
       sine[49]   =    -1029;
    end
    always @(posedge(clk)) begin
        if (~rst) begin
            i = 0;
            out <= sine[0];
        end
        else if (clk_en) begin
            out <= sine[i];
            if (i == POINTS-1) begin
                i = 0;
            end 
            else begin
                i = i + 1;
            end
        end
    end
endmodule
### ./run.sh
#!/bin/bash
# OpenROAD 26Q1-2900-gdf79404cd8, Yosys 0.63+post, stock flow scripts
make -C /OpenROAD-flow-scripts/flow DESIGN_CONFIG=/design/flow/config.mk WORK_HOME=/design/flow/orfs finish
==> impl_results.html <==
<h3>Run summary</h3>
<table>
<tr><th>Metric</th><th>Value</th></tr>
<tr><th colspan="2">Worst setup path</th></tr>
<tr><td>Setup Crit Path Kind</td><td>in -&gt; reg</td></tr>
<tr><td>Type of element capturing the critical path</td><td>flip-flop</td></tr>
<tr><td>Largest stage delay on the critical path</td><td>850 ps</td></tr>
<tr><td>Critical Path Fanout Max</td><td>26</td></tr>
<tr><td>CP Buf/Inv Count</td><td>4</td></tr>
<tr><td>CP arrival</td><td>roughly 4600 ps</td></tr>
<tr><td>Critical Path RT</td><td>between 5000 and 6000 ps</td></tr>
<tr><td>Cell-by-cell listing of the critical path</td><td>clkdlybuf4s50_1 -&gt; nand4_1 -&gt; xnor2_1 -&gt; buf_4 -&gt; nand2_1 -&gt; buf_4 -&gt; clkinv_1 -&gt; a31oi_1 -&gt; a31oi_1 -&gt; a221o_1</td></tr>
<tr><td>Category of the worst setup path launch point</td><td>input port</td></tr>
<tr><td>Cell family with most CP delay</td><td>buffers and inverters</td></tr>
<tr><td>Cell with the biggest individual delay on the critical path</td><td>sky130_fd_sc_hd__clkdlybuf4s50_1</td></tr>
<tr><th colspan="2">Finish</th></tr>
<tr><td>Fraction of layout instances using a drive strength above 1</td><td>9.13%</td></tr>
<tr><td>Core occupancy in the finished layout</td><td>59.0%</td></tr>
<tr><td>Number of inserted filler cells in the final layout</td><td>622</td></tr>
<tr><td>Post-Layout Cell Count</td><td>559</td></tr>
<tr><td>Area grow syn2layout</td><td>12.5%</td></tr>
<tr><th colspan="2">Synthesis</th></tr>
<tr><td>Netlist Area Pre-Place</td><td>0.00385 mm²</td></tr>
<tr><td>Synth Flop Type</td><td>sky130_fd_sc_hd__dfxtp_1</td></tr>
<tr><td>Yosys cell count</td><td>between 400 and 500</td></tr>
<tr><td>Synth flops</td><td>64</td></tr>
<tr><td>Distinct lib cells used</td><td>70</td></tr>
<tr><td>Count of mapped cells out of synthesis</td><td>444</td></tr>
<tr><td>Yosys warning total</td><td>1</td></tr>
<tr><td>Post-synth ARST share</td><td>0%</td></tr>
<tr><td>Part of the Yosys area used for sequential elements</td><td>37.5%</td></tr>
<tr><td>Number of enable flip-flop cells</td><td>16</td></tr>
<tr><td>Syn avg cell area</td><td>8.66 µm²</td></tr>
<tr><td>Chip area estimate from yosys synthesis</td><td>approximately 0.0038 mm²</td></tr>
<tr><th colspan="2">Timing</th></tr>
<tr><td>Unrepaired setup endpoints after global routing</td><td>false</td></tr>
<tr><td>Post-layout min period</td><td>4400 ps</td></tr>
<tr><td>Maximum clock frequency</td><td>~230 MHz</td></tr>
<tr><td>Fin Setup TNS</td><td>0 ps</td></tr>
<tr><td>Final WS setup</td><td>between 1000 and 1500 ps</td></tr>
<tr><td>Setup skew after layout</td><td>15.9 ps</td></tr>
<tr><td>Fin. max-slew vios</td><td>0</td></tr>
<tr><td>Fraction of the cycle the final worst path needs</td><td>between 70% and 80%</td></tr>
<tr><td>Relative slew margins</td><td>approximately 45%</td></tr>
<tr><td>Final tally of hold violations</td><td>0</td></tr>
<tr><td>Transition time at the pin with the least slew margin</td><td>approximately 830 ps</td></tr>
<tr><td>Number of failing setup endpoints in the final timing report</td><td>0</td></tr>
<tr><th colspan="2">GRT</th></tr>
<tr><td>Via count of the first global-routing pass</td><td>between 3000 and 4000</td></tr>
<tr><td>Maximum number of pins on one net before global-route repair</td><td>31</td></tr>
<tr><td>Overall global routing resource usage</td><td>26.7%</td></tr>
<tr><td>First-pass GRT wire length</td><td>16.4 mm</td></tr>
<tr><td>Initial antenna violation count</td><td>0</td></tr>
<tr><td>Overflow left after global routing</td><td>0</td></tr>
<tr><th colspan="2">Routing</th></tr>
<tr><td>DR WL/cell</td><td>18.1 µm</td></tr>
<tr><td>Total inserted antenna cells</td><td>0</td></tr>
<tr><td>Number of vias per cell</td><td>6.17</td></tr>
<tr><td>Final Routed Wirelength</td><td>slightly above 10 mm</td></tr>
<tr><td>First-pass iteration count of the detailed router</td><td>7</td></tr>
<tr><td>DRC violations left</td><td>0</td></tr>
<tr><td>Number of nets with antenna violations after routing</td><td>0</td></tr>
<tr><td>Routed vias</td><td>3448</td></tr>
<tr><td>Number of design-rule violations left by the first detailed-router iteration</td><td>~430</td></tr>
<tr><th colspan="2">CTS</th></tr>
<tr><td>Number of CTS-inserted buffers</td><td>9</td></tr>
<tr><td>Post-CTS Setup Inserts</td><td>0</td></tr>
<tr><td>Clock sink total</td><td>64</td></tr>
<tr><td>Worst-path clk slew</td><td>70 ps</td></tr>
<tr><td>Skew-Pair Late Insertion Delay</td><td>350 ps</td></tr>
<tr><td># hold bufs at CTS</td><td>0</td></tr>
<tr><td>CTS tree</td><td>built</td></tr>
<tr><td>Buffer depth of the longest clock path</td><td>2</td></tr>
<tr><td>Level count of the clock H-tree</td><td>3</td></tr>
<tr><td>Root buffer cell</td><td>sky130_fd_sc_hd__clkbuf_8</td></tr>
<tr><td>Gates resized, CTS repair</td><td>0</td></tr>
<tr><th colspan="2">Placed design</th></tr>
<tr><td>Total of buffers placed on input and output ports</td><td>18</td></tr>
<tr><td>Total placed cells including tap cells</td><td>approximately 540</td></tr>
<tr><td>Detail Placement HPWL</td><td>6.80 mm</td></tr>
<tr><td>Minimum setup slack after placement</td><td>between 900 and 1000 ps</td></tr>
<tr><td>Weighted congestion at the end of routability-driven global placement</td><td>slightly below 1</td></tr>
<tr><th colspan="2">Die</th></tr>
<tr><td>Vertical die dimension</td><td>approximately 90 µm</td></tr>
<tr><td>Std-Cell Core Area</td><td>0.00733 mm²</td></tr>
<tr><td>Number of I/O pins</td><td>19</td></tr>
<tr><td>Width of the chip</td><td>~90 µm</td></tr>
<tr><td>Die Outline Area</td><td>around 0.008 mm²</td></tr>
<tr><td>Initial core utilization</td><td>52.5%</td></tr>
<tr><td>Number of cell rows</td><td>31</td></tr>
<tr><th colspan="2">Pwr</th></tr>
<tr><td>Maximum resistive drop on vdd</td><td>131 µV</td></tr>
<tr><td>Leak pwr</td><td>around 0.0015 µW</td></tr>
<tr><td>Power density over the cells</td><td>about 250 mW/mm²</td></tr>
<tr><th colspan="2">Min path</th></tr>
<tr><td>Path class of the lowest-slack min-delay path</td><td>reg -&gt; reg</td></tr>
<tr><th colspan="2">Run status</th></tr>
<tr><td>Result of the run</td><td>finished, final reports clean</td></tr>
<tr><th colspan="2">Job</th></tr>
<tr><td>Max-cap check violation count</td><td>0</td></tr>
<tr><td>Count of warning messages emitted by the tools</td><td>34</td></tr>
</table>
final cells by class:
type / instances / area [µm²] / share of cell area, %
tap: 99 / 124 / 2.86
clock buffer: 9 / 124 / 2.86
sequential: 64 / 1440 / 33.3
clock inverter: 7 / 93.8 / 2.17
multi-input combinational: 336 / 2220 / 51.3
timing repair buffer: 30 / 270 / 6.25
inverter: 14 / 52.6 / 1.21
Yosys cell counts (4+ instances only):
master / n / share of area, %
sky130_fd_sc_hd__a211o_1: 6 / 1.4
sky130_fd_sc_hd__a211oi_1: 10 / 2.0
sky130_fd_sc_hd__a21oi_1: 20 / 2.6
sky130_fd_sc_hd__a31oi_1: 10 / 1.6
sky130_fd_sc_hd__and2_1: 13 / 2.1
sky130_fd_sc_hd__and3_1: 5 / 0.81
sky130_fd_sc_hd__buf_1: 4 / 0.39
sky130_fd_sc_hd__buf_2: 6 / 0.78
sky130_fd_sc_hd__clkbuf_1: 18 / 1.8
sky130_fd_sc_hd__dfxtp_1: 48 / 25
sky130_fd_sc_hd__edfxtp_1: 16 / 12
sky130_fd_sc_hd__ha_1: 10 / 3.3
sky130_fd_sc_hd__inv_1: 11 / 1.1
sky130_fd_sc_hd__mux2i_1: 6 / 1.6
sky130_fd_sc_hd__nand2_1: 29 / 2.8
sky130_fd_sc_hd__nand2b_1: 5 / 0.81
sky130_fd_sc_hd__nand3_1: 20 / 2.6
sky130_fd_sc_hd__nand4_1: 9 / 1.5
sky130_fd_sc_hd__nor2_1: 45 / 4.4
sky130_fd_sc_hd__nor3_1: 8 / 1.0
sky130_fd_sc_hd__nor4_1: 8 / 1.3
sky130_fd_sc_hd__o2111ai_1: 4 / 0.91
sky130_fd_sc_hd__o211ai_1: 10 / 2.0
sky130_fd_sc_hd__o21ai_0: 24 / 3.1
sky130_fd_sc_hd__xnor2_1: 17 / 3.9
sky130_fd_sc_hd__xor2_1: 16 / 3.6
stage by stage:
stage	area, µm²	hold slack [ps]	power [µW]
2_1_floorplan	3850	463	611
3_3_place_gp	4110	468	670
3_5_place_dp	4110	469	669
4_1_cts	4330	488	1110
5_1_grt	4330	517	1150
6_report	4330	486	1100
cells in the final DEF (no fill, tap or decap), drive strengths merged, types with 11 or more instances in the layout:
| cell type | instances |
|---|---|
| a211oi | 11 |
| a21oi | 20 |
| and2 | 13 |
| buf | 12 |
| clkdlybuf4s50 | 18 |
| dfxtp | 48 |
| edfxtp | 16 |
| inv | 13 |
| nand2 | 29 |
| nand3 | 21 |
| nor2 | 46 |
| nor4 | 11 |
| o211ai | 11 |
| o21ai | 25 |
| xnor2 | 17 |
| xor2 | 16 |
layer usage:
layer,vias to the layer above,share of wire [%],global-route usage [%]
met5,-,0,0
met4,0,2.7,6.28
met3,33,10,8.59
met2,184,40,35.0
met1,1559,47,43.6
li1,1672,-,-
where the power goes:
part / internal (µW) / switching (µW) / leakage [µW]
combinational: 68.1 / 95.3 / 0.000864
clock: 247 / 189 / 0.000109
sequential: 491 / 9.13 / 0.000559
total: 806 / 294 / 0.00153
worst paths after layout:
path         startpoint        end  slack, ps  cells after the start
max              clk_en  flip-flop       1300                     10
min           flip-flop     out[2]        490                      1
min reg2reg   flip-flop     out[2]        490                      1
max reg2reg        i[0]  flip-flop       2250                     12
cell families after synthesis:
logic type / after synthesis / synth area share [%]
compound gates: 121 / 22.1
xor+xnor: 33 / 7.51
fa+ha+maj: 10 / 3.25
buf+inv: 44 / 4.88
flops: 64 / 37.5
mux: 7 / 1.85
simple gates: 165 / 22.9
Power and IR drop assume default switching activity.
