[design/flow/config.mk]
export PLATFORM = sky130hd
export DESIGN_NAME = first_order_dsm_dac
export DESIGN_NICKNAME = first_order_dsm_dac
export VERILOG_FILES = /design/flow/design.v
export SDC_FILE = /design/flow/constraint.sdc
export NUM_CORES = 4
export LEC_CHECK = 1
export CORE_AREA = 10 10 95 95
export DIE_AREA = 0 0 105 105
[design/flow/constraint.sdc]
current_design first_order_dsm_dac

set clk_period 10.9
set clk_io_pct 0.2

create_clock -name clk0 -period $clk_period [get_ports {clk}]

set non_clock_inputs [all_inputs -no_clocks]
set_input_delay [expr $clk_period * $clk_io_pct] -clock clk0 $non_clock_inputs
set_output_delay [expr $clk_period * $clk_io_pct] -clock clk0 [all_outputs]
[design/flow/design.v]
`timescale 1ns / 1ps
module first_order_dsm_dac(
  input 								clk      ,
	input									rst			 ,
  input 				[15:0] 	dsm_in   ,
	input  								clk_en   ,
  output logic 					dsm_out   
);
	localparam WIDTH = 16;
	localparam EXT = 2;  
  logic [WIDTH+EXT-1:0] dsm_acc;
  logic [WIDTH+EXT-1:0] dsm_in_extended;
	assign dsm_in_extended = {dsm_in[WIDTH-1], dsm_in[WIDTH-1], dsm_in};
  always_ff @(posedge clk) begin
		if (~rst) begin
			dsm_acc <= 18'd0;
			dsm_out <= 1'b0;
		end
		else begin
			if (clk_en == 1'b1) begin
				if(dsm_out == 1'b1) begin
						dsm_acc = dsm_acc + dsm_in_extended  
											- (2**15);  
				end
				else begin
						dsm_acc = dsm_acc + dsm_in_extended  
											+ (2**15);  
				end
				dsm_out = ~dsm_acc[WIDTH+EXT-1];
			end 
		end
	end
endmodule
[design/flow/run.sh]
#!/bin/bash
# OpenROAD 26Q1-2900-gdf79404cd8, Yosys 0.63+post, stock flow scripts
make -C /OpenROAD-flow-scripts/flow DESIGN_CONFIG=/design/flow/config.mk WORK_HOME=/design/flow/orfs finish
==> summary.txt <==
run results: top_reg_cell synth=dfxtp_1, Post-DP HPWL=around 2.6 mm, pre-CTS WS=approximately 4800 ps, vias in the first global route=1245, first-pass GRT wire length=5.88 mm, status=completed, WL/cell=11.7 um, worst skew pair latency=260 ps, FP Rows=30, worst hold endpoint=dsm_acc[3]$_SDFFE_PN0P_, start of the worst register-to-register path=dsm_acc[0]$_SDFFE_PN0P_, Clk pin slew, worst setup/hold paths=80 ps, Starting Density=roughly 22%, Hold Crit Depth=2, CTS root buf=clkbuf_8, initial antenna violation count=0, hold crit path type=reg2reg, first drt pass iteration count=4, CP Max Fanout=4, R2R setup slack=approximately 7100 ps, CTS Sinks=19, Num CTS Buffers=3, Syn. warnings=1, clock skew=about 6.1 ps, worst r2r dst=dsm_out$_SDFFE_PN0P_, P&R area growth vs syn=22.0%, die area=0.0110 sq mm, share of the synthesized area in the top cell type=24.9%, Slew HR=about 55%, leakage=~0.73 nW, sequential fraction of the synthesis area=about a quarter, top cells by area=dfxtp_1 (25%), ha_1 (14%), a21oi_1 (4.6%), diodes inserted=0, final count of hold timing violations=0, largest net degree at the start of global routing=35, CP arrival=roughly 6000 ps, number of enable flip-flop cells=0, worst hold start=dsm_acc[3]$_SDFFE_PN0P_, Max VDD drop=0.0000524 V, leading area contributor after synthesis=dfxtp_1, CTS Hold Bufs=0, area of the core=~0.007 sq mm, Avg Inst Size Synth=between 8 and 9 sq um, Yosys top cell by instances=dfxtp_1, Fmax=0.172 GHz, die x size=between 100 and 150 um, Netlist cell types=between 40 and 50, H-tree depth=1, routed vias/inst=about 4.6, Async SR Flop Fraction=0%, ys cells=between 150 and 200, Worst Setup Path Type=in2reg, number of port buffers=19, drt total wl=between 3 and 4 mm, Yosys Chip Area=between 0.0015 and 0.002 sq mm, Clock Path Buffers=2, Setup crit end kind=flop, GR Util All Layers=about 6%, GR Overflow Total=0, Final GP Congestion=between 0.8 and 0.9, Reg2Reg Depth=14, Post-CTS Setup Inserts=0, IO Pins=20, ys flops=19, Critical Path Source Type=input pin, final setup fails=0, Max Cap Viol=0, Pins Over Slew Limit=0, die height=about 110 um, fillers=between 700 and 800, Design Area, Final=about 0.0019 sq mm, PwrDens=~160 mW/mm^2, number of gates resized after cts=0, cycle use final=a little over half, worst path required time=11110 ps, vias=1313, area of the mapped netlist=0.00153 sq mm, number of warnings the tools reported=25, Tmin final=between 5000 and 6000 ps, CTS tree=yes, commonest cells in the synthesized netlist=dfxtp_1 (19), ha_1 (17), a21oi_1 (14), nor2_1 (12), total power=between 200 and 300 uW, antenna viol nets, final=0, Setup WS post-layout=around 5100 ps, final setup TNS=0 ps, share of cells above drive strength 1=4.17%, DRC=0, RSZ-0062 raised after global routing=no, Mapped Cells=around 180, Worst-Margin Slew=678 ps, placed cell area=between 0.0015 and 0.002 sq mm, DRT iter0 DRCs=44
==> metal layers <==
layer | part of all wire, % | up-vias | routed length (um) | global-route usage, %
met4 | 0.39 | 0 | 13 | 0.294
met2 | 40 | 20 | 1370 | 9.12
met3 | 2.8 | 2 | 93 | 1.30
met1 | 56 | 596 | 1900 | 9.36
met5 | 0 | - | 0 | 0
li1 | - | 695 | - | -
==> report_power, final <==
part / total (mW) / leakage (nW) / internal [mW] / switching [mW]
clock network: 0.0521 / 0.0228 / 0.0261 / 0.0261
registers: 0.0905 / 0.157 / 0.0828 / 0.00767
logic: 0.149 / 0.554 / 0.0731 / 0.0761
total: 0.292 / 0.733 / 0.182 / 0.110
==> placed cells by master, fill, tap and decap left out, types with 6 or more instances in the layout <==
cell | netlist | routed
a21oi_1 | 14 | 14
ha_1 | 17 | 17
nand3b_1 | 8 | 8
xor2_1 | 6 | 6
xnor2_1 | 7 | 7
o211ai_1 | 7 | 7
nor2_1 | 12 | 12
o21ai_0 | 9 | 9
nand2_1 | 9 | 9
clkdlybuf4s50_1 | 0 | 19
dfxtp_1 | 19 | 19
mux2i_1 | 6 | 6
==> final cells by class <==
type	instances	area (sq um)	area share [%]
Clock buffer	4	45.0	2.42
Inverter	2	7.51	0.403
Multi-Input combinational cell	147	1110	59.7
Sequential cell	19	380	20.4
Tap cell	96	120	6.45
Timing Repair Buffer	20	198	10.6
==> critical path, stage by stage <==
cell	delay, ps
clkdlybuf4s50_1	400
ha_1	240
fa_1	450
a211oi_1	290
o211ai_1	180
a31o_2	290
a221oi_1	290
xor2_1	130
fa_1	390
xnor2_1	190
xnor2_1	140
or3_1	360
a31o_1	180
o2111ai_1	130
o211a_1	180
==> kinds of logic after synthesis <==
family	after synthesis	synth area share, %
buffers and inverters	9	2.21
xor gates and xnor gates	13	7.46
DFF	19	24.9
and+or+nand+nor	49	17.7
muxes	6	3.93
adders and majority gates	19	16.6
AOI/OAI and AO/OA	60	27.2
==> worst max-delay path by stage <==
stage	start	to	slack (ps)	cells after the start
4_1_cts	dsm_in[0]	dsm_out$_SDFFE_PN0P_	5080	15
5_1_grt	dsm_in[0]	dsm_out$_SDFFE_PN0P_	4750	15
6_report	dsm_in[0]	dsm_out$_SDFFE_PN0P_	5080	15
==> through the flow <==
step / hold slack, ps / util (%) / std cells
final: 482 / 27.0 / 288
after global routing: 505 / 27.0 / 288
after CTS: 480 / 27.0 / 288
after detailed placement: 469 / 26.3 / 284
after global placement: 461 / 26.3 / 284
after floorplan: 450 / - / 175
==> state kept, by name, indices dropped and copies added, names as in the netlist <==
register / flops
dsm_acc: 18
dsm_out: 1
Power figures rest on the tool's default switching activity, not on a simulated workload.
