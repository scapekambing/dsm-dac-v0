<file path="constraint.sdc">
current_design second_order_dsm_dac

set clk_period 11.3
set clk_io_pct 0.2

create_clock -name clk0 -period $clk_period [get_ports {clk}]

set non_clock_inputs [all_inputs -no_clocks]
set_input_delay [expr $clk_period * $clk_io_pct] -clock clk0 $non_clock_inputs
set_output_delay [expr $clk_period * $clk_io_pct] -clock clk0 [all_outputs]
</file>
<file path="run.sh">
#!/bin/bash
# OpenROAD 26Q1-2900-gdf79404cd8, Yosys 0.63+post, stock flow scripts
make -C /OpenROAD-flow-scripts/flow DESIGN_CONFIG=/design/flow/config.mk WORK_HOME=/design/flow/orfs finish
</file>
<file path="config.mk">
export PLATFORM = sky130hd
export DESIGN_NAME = second_order_dsm_dac
export DESIGN_NICKNAME = second_order_dsm_dac
export VERILOG_FILES = /design/flow/design.v
export SDC_FILE = /design/flow/constraint.sdc
export NUM_CORES = 4
export LEC_CHECK = 1
export CORE_UTILIZATION = 40
</file>
<file path="design.v">
`timescale 1ns / 1ps
module second_order_dsm_dac(
  input 								clk      ,
	input									rst			 ,
  input 				[15:0] 	dsm_in   ,
	input  								clk_en   ,
  output logic 					dsm_out   
);
	localparam WIDTH = 16;
	localparam EXT = 4;  
  logic [WIDTH+EXT-1:0] dsm_acc_1st;
	logic [WIDTH+EXT-1:0] dsm_acc_2nd;
  logic [WIDTH+EXT-1:0] dsm_in_extended;
	assign dsm_in_extended = {dsm_in[WIDTH-1], dsm_in[WIDTH-1], dsm_in[WIDTH-1], dsm_in[WIDTH-1], dsm_in};
  always_ff @(posedge clk) begin
		if (~rst) begin
			dsm_acc_1st <= 20'd0;
			dsm_acc_2nd <= 20'd0;
			dsm_out <= 0;
		end
		else begin
			if (clk_en == 1'b1) begin
				if(dsm_out == 1'b1) begin
						dsm_acc_1st = dsm_acc_1st + dsm_in_extended  
														- (2**15);  
						dsm_acc_2nd = dsm_acc_2nd + dsm_acc_1st  
														- (2**15);  
				end
				else begin
						dsm_acc_1st = dsm_acc_1st + dsm_in_extended  
														+ (2**15);  
						dsm_acc_2nd = dsm_acc_2nd + dsm_acc_1st  
														+ (2**15);  
				end
				dsm_out <= ~dsm_acc_2nd[WIDTH+EXT-1];
			end 
		end
	end
endmodule
</file>
==> GITHUB_STEP_SUMMARY <==
## Implementation flow summary

| Metric | Value |
|---|---|
| Outcome | completed |
| GP Congestion | between 0.8 and 0.9 |
| Clk buf depth | 2 |
| Final Hold Vio Count | 0 |
| Synthesized area | between 4000 and 5000 sq um |
| Via/cell ratio | roughly 5.3 |
| Total CTS buffers | 5 |
| Compound-gate portion of the synthesized area | 20.2% |
| Setup violations, final | 0 |
| Post-synthesis xor/xnor area fraction | under 10% |
| Clk slew on worst S/H paths | roughly 0.08 ns |
| Syn_area_per_cell | 8.73 sq um |
| Max-Cap Viols | 0 |
| Post-route ant nets | 0 |
| CTS H-tree lvls | 2 |
| CP Launch Type | primary input |
| Worst Hold Class | reg2reg |
| Simple-gate share of the synthesized area | approximately a fifth |
| Least-Margin Pin Slew | about 0.73 ns |
| Synth-to-Final Area Change | 9.71% |
| Critical path fanouts, max | 8 |
| Fp_density | 41.3% |
| Post-route minimum period | just over 7 ns |
| OpenROAD warnings | 26 |
| FF-to-FF Start | dsm_acc_1st[0]$_SDFFE_PN0P_ |
| Detailed Route Iter0 Violations | ~77 |
| Total Neg Setup Slack | 0 ns |
| Worst hold start | dsm_acc_2nd[5]$_SDFFE_PN0P_ |
| Width of the die | 103 um |
| Area reported by Yosys stat | roughly 4100 sq um |
| FF-to-FF setup slack | ~6.2 ns |
| Max-slew headroom | between 50 and 60% |
| Cell variety after synth | around 64 |
| Main synth FF type | dfxtp_1 |
| # resized after CTS | 0 |
| Hold path depth | 2 |
| WL final | 8000 um |
| Vias in the first global route | about 3,000 |
| MUX share of area | roughly 6.2% |
| Post-synth EDFFs | 0 |
| Global-route usage over all layers | about 16% |
| First-pass GRT wire length | ~14,000 um |
| Seq share, synth | between 20 and 25% |
| PortBufs | 19 |
| Via count | between 3,000 and 4,000 |
| Post-CTS Setup Inserts | 0 |
| Yosys reg bits | about 41 |
| Placed Instances | 605 |
| Ant. Diodes | 0 |
| Clk latency late pin | about 0.3 ns |
| Reg2reg end | dsm_out$_SDFFE_PN0P_ |
| Crit path max-delay cell type | fa_1 |
| Warnings from Yosys | 1 |
| Synthesized instance count | approximately 470 |
| Largest net degree at the start of global routing | around 47 |
| Detailed placer's ending HPWL | slightly below 6000 um |
| WP data required | 11.49 ns |
| Worst Skew | between 0.007 and 0.008 ns |
| Max Clk Rate | about 0.14 GHz |
| Die Height | 103 um |
| Drt wl/cell | 13.0 um |
| Synth logic family | adder cells |
| Clock sink count | just over 40 |
| Core area | slightly below 10,000 sq um |
| Drt pass-1 iters | 5 |
| Worst EP arrival | ~7.4 ns |
| Cells on worst reg2reg path | 21 |
| Power, Total | between 1 and 1.5 mW |
| Worst Hold End | dsm_acc_2nd[5]$_SDFFE_PN0P_ |
| Crit Path Category | in2reg |
| Std cell rows | 36 |
| Async S/R FF share, synth | 0% |
| Crit path capture type | flip-flop |
| Leakage | 2.13 nW |
| Fill cell count | roughly 1,000 |
| # IOs | 20 |
| Maximum vdd ir drop | 0.000116 V |
| CTS Hold Bufs | 0 |
| DR DRC count | 0 |
| Ratio of cells with drive above 1 in the final layout | 6.25% |
| Adder share | approximately a fifth |
| Worst path max stage delay | ~0.41 ns |
| Final worst-path cycle share | between 60% and 70% |
| Hold_ws | ~0.48 ns |
| TritonCTS clock tree | built |
| Die Area | 10,600 sq um |
| Clock Tree Root | clkbuf_8 |
| Antenna violations before repair | 0 |
| CP Cell Sequence | clkdlybuf4s50_1 > ha_1 > fa_1 > a21oi_1 > o21a_1 > o21ai_0 > a21oi_1 > o21bai_1 > a21oi_1 > xnor2_1 > ha_1 > ha_1 > a21o_1 > a31o_1 > or3_1 > o21ai_1 > o21ai_0 > a31oi_4 > nor4_1 > nor4_1 > nand4_1 > a21o_1 |
| Grt total ovfl | 0 |
| Max-slew violation count | 0 |
| Ys cells | between 400 and 500 |
| Pwr/cell area | ~300 nW/um^2 |
| Fin cells | ~610 |
| RSZ-0062 raised after global routing | no |
| Final worst slack | slightly above 4 ns |
| Post-place setup slack | between 3 and 4 ns |
-- layer usage --
layer	vias up	track usage [%]	wire length, um
met5	-	0	0
met4	0	2.82	124
li1	1705	-	-
met3	10	2.69	253
met1	1463	22.6	3880
met2	44	27.6	3740
-- worst max-delay path: cells and delay by family --
| family | cells | cell delay [ns] |
|---|---|---|
| compound gates | 12 | 2.45 |
| fa+ha+maj | 4 | 1.26 |
| xor+xnor | 1 | 0.16 |
| simple gates | 4 | 0.83 |
| buf+inv | 1 | 0.40 |
-- cells by family after synthesis --
group                    Yosys count
adder cells (fa/ha/maj)           66
multiplexers                      25
XOR/XNOR                          41
buffers and inverters             40
AND-OR/OR-AND                    113
flip-flops                        41
AND/OR/NAND/NOR                  139
-- cell type report --
class | count | area [sq um] | area share [%]
flip-flops and latches | 41 | 821 | 18.4
repair buffers | 21 | 200 | 4.49
clock buffers | 6 | 82.6 | 1.85
multi-input cells | 384 | 3070 | 69.0
inverters | 26 | 97.6 | 2.19
clock inverters | 2 | 13.8 | 0.309
well taps | 133 | 166 | 3.74
-- synth_stat cells (2+ instances only) --
master | count | area share, %
a211oi_1 | 6 | 1.1
a21boi_0 | 3 | 0.55
a21o_1 | 14 | 2.6
a21oi_1 | 34 | 4.2
and2_1 | 3 | 0.46
and3_1 | 4 | 0.62
and3_2 | 3 | 0.55
buf_1 | 2 | 0.18
buf_4 | 3 | 0.55
clkbuf_1 | 7 | 0.65
dfxtp_1 | 41 | 20
fa_1 | 2 | 0.99
ha_1 | 64 | 20
inv_1 | 26 | 2.4
mux2i_1 | 24 | 5.9
nand2_1 | 22 | 2.0
nand2b_1 | 6 | 0.92
nand3_1 | 7 | 0.86
nand3b_1 | 2 | 0.37
nand4_1 | 5 | 0.77
nor2_1 | 32 | 3.0
nor2b_1 | 26 | 4.0
nor3_1 | 9 | 1.1
nor3b_1 | 2 | 0.37
nor4_1 | 4 | 0.62
nor4b_1 | 4 | 0.86
o211a_1 | 5 | 1.2
o21a_1 | 6 | 1.1
o21ai_0 | 16 | 2.0
o21ai_1 | 3 | 0.37
o21bai_1 | 7 | 1.3
o31ai_1 | 2 | 0.37
or3_1 | 4 | 0.62
xnor2_1 | 28 | 6.0
xor2_1 | 10 | 2.2
-- worst max path at each step --
stage                     start                    to  slack (ns)  cells after the start
after CTS             dsm_in[0]  dsm_out$_SDFFE_PN0P_        4.14                     22
after global routing  dsm_in[0]  dsm_out$_SDFFE_PN0P_        3.69                     22
final                 dsm_in[0]  dsm_out$_SDFFE_PN0P_        4.15                     22
-- cells in the final DEF (no fill, tap or decap), types with 9 or more instances in the layout --
master	count
ha_1	64
dfxtp_1	41
a21oi_1	34
nor2_1	32
xnor2_1	28
inv_1	26
nor2b_1	26
mux2i_1	24
nand2_1	22
clkdlybuf4s50_1	18
o21ai_0	16
a21o_1	14
xor2_1	10
nor3_1	9
-- power breakdown --
part,internal (mW),total (mW),switching [mW]
clock network,0.0497,0.106,0.0559
logic,0.459,0.988,0.529
registers,0.189,0.216,0.0274
total,0.697,1.31,0.613
-- flip-flops by register name, indices dropped and copies added, names as in the netlist --
register and count:
dsm_out 1, dsm_acc_2nd 20, dsm_acc_1st 20
-- metrics by stage --
step	cell area, sq um	util (%)
global placement	4360	44.4
CTS	4450	45.4
detailed placement	4360	44.4
finish	4450	45.4
global route	4450	45.4
floorplan	4060	-
No activity file was given, so power comes from the tool's default toggle rates.
